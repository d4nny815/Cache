File: /design/flow/run.sh
#!/bin/bash
# OpenROAD 26Q1-2900-gdf79404cd8, Yosys 0.63+post, stock flow scripts
make -C /OpenROAD-flow-scripts/flow DESIGN_CONFIG=/design/flow/config.mk WORK_HOME=/design/flow/orfs finish
File: /design/flow/config.mk
export PLATFORM = sky130hd
export DESIGN_NAME = CacheLineAdapter
export DESIGN_NICKNAME = CacheLineAdapter
export VERILOG_FILES = /design/flow/design.v
export SDC_FILE = /design/flow/constraint.sdc
export NUM_CORES = 4
export LEC_CHECK = 1
export CORE_UTILIZATION = 30
File: /design/flow/constraint.sdc
current_design CacheLineAdapter

set clk_period 6.8
set clk_io_pct 0.2

create_clock -name clk0 -period $clk_period [get_ports {clk}]

set non_clock_inputs [all_inputs -no_clocks]
set_input_delay [expr $clk_period * $clk_io_pct] -clock clk0 $non_clock_inputs
set_output_delay [expr $clk_period * $clk_io_pct] -clock clk0 [all_outputs]
File: /design/flow/design.v
module CacheLineAdapter #(
    parameter WORD_SIZE = 32,
    parameter WORDS_PER_LINE = 8
    ) (
    input clk,
    input clr,
    input [WORD_SIZE - 1:0] addr_i,
    input [WORD_SIZE - 1:0] data_i,
    input we,
    input next,
    output logic [WORD_SIZE - 1:0] addr_o,
    output logic [WORD_SIZE - 1:0] data_o,
    output logic full
    );
    localparam LINE_BITS = $clog2(WORDS_PER_LINE);
    localparam BYTE_BITS = 2;
    logic [LINE_BITS - 1:0] counter = 0;
    always_ff @(posedge clk) begin
        if (clr == 1) begin
            counter <= 0;
        end
        else if (next == 1)
            counter <= counter + 1;
    end
    logic [WORD_SIZE - 1:0] line_buffer [WORDS_PER_LINE - 1:0];
    always_comb begin
        full = (counter == WORDS_PER_LINE - 1);
        addr_o = (addr_i[WORD_SIZE - 1:LINE_BITS + BYTE_BITS] << (LINE_BITS + BYTE_BITS)) + (counter << BYTE_BITS);
        data_o = line_buffer[counter]; 
    end
    always_ff @(posedge clk) begin
        if (we) 
            line_buffer[counter] <= data_i;
    end
endmodule
==> flow_summary.json <==
{
  "dp_hpwl_mm": 12.0,
  "slew_headroom_pct": 51.9,
  "yosys-stat-area_um2": 10300,
  "grt_max_degree": 50,
  "dpl_cell_area_um2": 11300,
  "whs_ns": 0.873,
  "drtAntennaViolNets": 0,
  "worstMarginPinSlew_ns": 0.720,
  "seqPwrFrac_pct": 54.2,
  "synthTopCellsByArea": "edfxtp_1, mux4_1, mux2_2",
  "path_max_fanout": 48,
  "rows": 67,
  "htree_num_levels": 1,
  "first_pass_iters": 4,
  "p_per_area_nw_per_um2": 278,
  "hold_class": "flop to flop",
  "wl_per_cell_um": 20.0,
  "warnings": 30,
  "setup.worst_path.class": "flop to primary output",
  "lay_top_count": "edfxtp_1",
  "cts_resized": 0,
  "io_buffers": 71,
  "clockBufferDepth": 3,
  "finalClockSkew_ns": 0.0106,
  "endpoint_kind": "primary output",
  "clk_latency_ns": 0.52,
  "totalWireLength_mm": 20.5,
  "setup_viol": 0,
  "yosys.stat.seqShare_pct": 75.5,
  "lay_top_cells": "edfxtp_1, clkdlybuf4s50_1, mux2_2",
  "cts_root_buffer": "clkbuf_16",
  "syn-instance-count": 494,
  "grt_overflow": 0,
  "top_area_cell": "edfxtp_1",
  "fin_crit_sh_pct": 67.8,
  "chipArea_um2": 35000,
  "power.total_mw": 3.36,
  "avgSynthCellArea_um2": 20.8,
  "period_minus_slack_ns": 4.61,
  "yosysCellCount": 494,
  "chipWidth_um": 187,
  "clkTransAtPathRegs_ns": 0.06,
  "status": "finished clean",
  "synth_area_um2": 10300,
  "vias": 4740,
  "gp_congestion": 0.730,
  "worstPathArrival_ns": 3.25,
  "grt_pass1_vias": 5354,
  "syn2layout_area_growth_pct": 17.8,
  "cts_tree": "built",
  "cp.required_ns": 5.44,
  "grt_antenna_before_repair": 3,
  "nFillCells": 2982,
  "core_area_um2": 33600,
  "p_clk_share_pct": 37.4,
  "hold_viol": 0,
  "tns_ns": 0,
  "die_h_um": 187,
  "top_cell_area_share_pct": 74.9,
  "fmax_mhz": 217,
  "peakVddDrop_v": 0.000156,
  "grt_pass1_wl_mm": 31.2,
  "synth_flops": 259,
  "drive_above_1_share_pct": 21.4,
  "numCtsBuffers": 26,
  "drc": 0,
  "postCtsSetupBuffers": 0,
  "cts-hold-fix-buffers": 0,
  "critPathLaunchType": "flop",
  "rsz0062_at_grt": "no",
  "p_comb_share_pct": 8.4,
  "fp-utilization_pct": 30.5,
  "ios": 133,
  "cap_violations": 0,
  "ys.warnings.count": 1,
  "yosysUniqueCellTypes": 30,
  "design_area_um2": 12100,
  "switching_power_mw": 0.681,
  "p_leak_nw": 3.76,
  "grtUsageTotal_pct": 12.7,
  "clkSinkCount": 259,
  "slew_violations": 0,
  "internal_power_mw": 2.68,
  "swShare_pct": 20.3,
  "drt-initial-drc-count": 214,
  "vias_per_cell": 4.63
}
[synth_stat cells]
library cell	n
nor2b_1	4
a22oi_1	24
edfxtp_1	256
o2bb2ai_1	1
ha_1	2
nor3_1	2
mux4_2	8
o32ai_1	1
conb_1	1
a221oi_1	2
a32oi_1	1
mux2i_1	5
nor2_1	10
xnor2_1	1
nand2_1	15
a221o_1	1
buf_6	8
mux4_1	28
nand2b_1	2
o21ai_0	1
mux2_2	56
buf_2	11
nor3_2	1
and2_1	1
buf_4	30
clkbuf_1	4
dfxtp_1	3
buf_1	1
o211ai_1	12
inv_1	2
[per-stage QoR]
stage	util (%)	instances	setup WS, ns
3_5_place_dp	33.7	976	2.68
6_report	36.0	1023	2.19
2_1_floorplan	-	495	2.68
5_1_grt	36.0	1022	1.92
3_3_place_gp	33.7	976	2.74
4_1_cts	36.0	1022	2.12
[registers in the layout (all words and copies together) (netlist names)]
register and count:
line_buffer 256, counter 3
[worst paths after layout]
path / startpoint / end / slack, ns / cells past startpoint
hold / removal: counter[0] / counter[0] / 0.87 / 2
setup reg to reg: counter[0] / line_buffer[1][28] / 3.60 / 4
setup / recovery: counter[0] / data_o[25] / 2.19 / 5
hold reg to reg: counter[0] / counter[0] / 0.87 / 2
[layout make-up]
cell class / instances / area [µm²] / area share (%)
sequential: 259 / 7750 / 64.1
antenna: 1 / 2.50 / 0.0207
multi-input combinational: 180 / 2180 / 18.0
tap: 448 / 561 / 4.64
inverter: 2 / 7.51 / 0.0621
clock inverter: 12 / 56.3 / 0.466
clock buffer: 34 / 702 / 5.80
timing repair buffer: 87 / 831 / 6.87
[power groups by stage]
stage	registers, mW	logic [mW]	clock network [mW]
4_1_cts	1.82	0.291	1.29
5_1_grt	1.83	0.311	1.36
6_report	1.82	0.282	1.26
[metal layers]
metal / part of all wire [%] / routed length [µm] / up-vias / track usage [%]
met4: 1.9 / 386 / 6 / 2.02
met3: 15 / 3100 / 47 / 9.52
met1: 36 / 7280 / 2291 / 14.5
met5: 0.27 / 56 / - / 0.824
li1: - / - / 2122 / -
met2: 47 / 9670 / 274 / 19.6
[kinds of logic (layout without fill, tap and decap cells)]
logic type	after synthesis	after routing	share of synthesized area, %
compound gates	43	43	3.21
xor+xnor	1	1	0.0853
fa+ha+maj	2	2	0.244
buf+inv	56	135	3.86
flops	259	259	75.5
mux	97	97	15.6
other cells	1	3	0.0365
simple gates	35	35	1.54
[worst max-delay path, cell delays in order (launching register included)]
cell and delay, ns:
dfxtp_4 0.82, buf_4 0.65, mux2_2 0.41, a22oi_1 0.20, o211ai_1 0.17, clkdlybuf4s50_1 0.47
